File: /design/flow/config.mk
export PLATFORM = sky130hd
export DESIGN_NAME = basys3_uart_alu
export DESIGN_NICKNAME = basys3_uart_alu
export VERILOG_FILES = /design/flow/design.v
export SDC_FILE = /design/flow/constraint.sdc
export NUM_CORES = 4
export LEC_CHECK = 1
export CORE_UTILIZATION = 50
File: /design/flow/run.sh
#!/bin/bash
# OpenROAD 26Q1-2900-gdf79404cd8, Yosys 0.63+post, stock flow scripts
make -C /OpenROAD-flow-scripts/flow DESIGN_CONFIG=/design/flow/config.mk WORK_HOME=/design/flow/orfs finish
File: /design/flow/design.v
`timescale 1ns/1ps
`default_nettype none
module basys3_uart_alu (
  input  wire clk100mhz,
  input  wire btn_reset,    
  input  wire uart_rxd,
  output wire uart_txd
);
  reg [1:0] rst_sync;
  always @(posedge clk100mhz or posedge btn_reset) begin
    if (btn_reset) rst_sync <= 2'b11;
    else           rst_sync <= {rst_sync[0], 1'b0};
  end
  wire rst = rst_sync[1];
  localparam integer CLK_FREQ_HZ = 100_000_000;
  localparam integer BAUD        = 115200;
  reg        tx_start;
  reg  [7:0] tx_data;
  wire       tx_busy;
  wire       txd;
  wire [7:0] rx_data;
  wire       rx_valid;
  wire       rx_ferr;
  uart #(
    .CLK_FREQ_HZ(CLK_FREQ_HZ),
    .BAUD(BAUD)
  ) u_uart (
    .clk     (clk100mhz),
    .rst     (rst),
    .tx_start(tx_start),
    .tx_data (tx_data),
    .tx_busy (tx_busy),
    .txd     (txd),
    .rxd     (uart_rxd),
    .rx_data (rx_data),
    .rx_valid(rx_valid),
    .rx_ferr (rx_ferr)
  );
  assign uart_txd = txd;
  reg        e1, e2, e3;
  reg  [7:0] data_bus;
  wire [7:0] alu_result;
  wire       alu_zero, alu_neg, alu_carry, alu_overflow;
  myALU u_alu (
    .clk      (clk100mhz),
    .reset    (rst),
    .e1       (e1),
    .e2       (e2),
    .e3       (e3),
    .data     (data_bus),
    .result   (alu_result),
    .zero     (alu_zero),
    .carry    (alu_carry),
    .overflow (alu_overflow),
    .neg      (alu_neg)
  );
  wire [7:0] flags_byte = {4'b0000, alu_overflow, alu_carry, alu_neg, alu_zero};
  localparam [7:0] HDR_IN  = 8'hAA;
  localparam [7:0] HDR_OUT = 8'h55;
  reg [7:0] op_reg, a_reg, b_reg;
  localparam [4:0]
    S_IDLE         = 5'd0,
    S_GET_OP       = 5'd1,
    S_GET_A        = 5'd2,
    S_GET_B        = 5'd3,
    S_LOAD_A       = 5'd4,
    S_LOAD_B       = 5'd5,
    S_LOAD_O       = 5'd6,
    S_SH_LOAD      = 5'd7,
    S_SH_WAITBUSY  = 5'd8,
    S_SH_WAITIDLE  = 5'd9,
    S_SR_LOAD      = 5'd10,
    S_SR_WAITBUSY  = 5'd11,
    S_SR_WAITIDLE  = 5'd12,
    S_SF_LOAD      = 5'd13,
    S_SF_WAITBUSY  = 5'd14,
    S_SF_WAITIDLE  = 5'd15;
  reg [4:0] st;
  always @(posedge clk100mhz or posedge rst) begin
    if (rst) begin
      st       <= S_IDLE;
      op_reg   <= 8'h00;
      a_reg    <= 8'h00;
      b_reg    <= 8'h00;
      data_bus <= 8'h00;
      e1       <= 1'b0;
      e2       <= 1'b0;
      e3       <= 1'b0;
      tx_start <= 1'b0;
      tx_data  <= 8'h00;
    end else begin
      e1 <= 1'b0; e2 <= 1'b0; e3 <= 1'b0;
      tx_start <= 1'b0;
      case (st)
        S_IDLE: begin
          if (rx_valid && !rx_ferr && rx_data == HDR_IN) st <= S_GET_OP;
        end
        S_GET_OP: if (rx_valid && !rx_ferr) begin
          if (rx_data == HDR_IN) st <= S_GET_OP;   
          else begin op_reg <= rx_data; st <= S_GET_A; end
        end
        S_GET_A: if (rx_valid && !rx_ferr) begin
          if (rx_data == HDR_IN) st <= S_GET_OP;
          else begin a_reg <= rx_data; st <= S_GET_B; end
        end
        S_GET_B: if (rx_valid && !rx_ferr) begin
          if (rx_data == HDR_IN) st <= S_GET_OP;
          else begin b_reg <= rx_data; st <= S_LOAD_A; end
        end
        S_LOAD_A: begin data_bus <= a_reg; e1 <= 1'b1; st <= S_LOAD_B; end
        S_LOAD_B: begin data_bus <= b_reg; e2 <= 1'b1; st <= S_LOAD_O; end
        S_LOAD_O: begin data_bus <= op_reg; e3 <= 1'b1; st <= S_SH_LOAD; end
        S_SH_LOAD:     begin if (!tx_busy) begin tx_data <= HDR_OUT; tx_start <= 1'b1; st <= S_SH_WAITBUSY; end end
        S_SH_WAITBUSY: begin if ( tx_busy) begin                     st <= S_SH_WAITIDLE; end end
        S_SH_WAITIDLE: begin if (!tx_busy) begin                               st <= S_SR_LOAD;    end end
        S_SR_LOAD:     begin if (!tx_busy) begin tx_data <= alu_result; tx_start <= 1'b1; st <= S_SR_WAITBUSY; end end
        S_SR_WAITBUSY: begin if ( tx_busy) begin                                   st <= S_SR_WAITIDLE; end end
        S_SR_WAITIDLE: begin if (!tx_busy) begin                                   st <= S_SF_LOAD;     end end
        S_SF_LOAD:     begin if (!tx_busy) begin tx_data <= flags_byte; tx_start <= 1'b1; st <= S_SF_WAITBUSY; end end
        S_SF_WAITBUSY: begin if ( tx_busy) begin                                   st <= S_SF_WAITIDLE; end end
        S_SF_WAITIDLE: begin if (!tx_busy) begin                                   st <= S_IDLE;        end end
        default: st <= S_IDLE;
      endcase
    end
  end
endmodule
`default_nettype wire
`default_nettype none
module myALU #(
    parameter integer DATA_WIDTH   = 8,   
    parameter integer OPCODE_WIDTH = 6    
)(
    input  wire                   clk,     
    input  wire                   reset,   
    input  wire                   e1,      
    input  wire                   e2,      
    input  wire                   e3,      
    input  wire [DATA_WIDTH-1:0]  data,    
    output reg  [DATA_WIDTH-1:0]  result,  
    output wire                   zero,    
    output reg                    carry,   
    output reg                    overflow,  
    output wire                   neg      
);
    reg [DATA_WIDTH-1:0] A, B;
    reg [OPCODE_WIDTH-1:0] Op;
    localparam [OPCODE_WIDTH-1:0] OP_ADD = 6'b100000;  
    localparam [OPCODE_WIDTH-1:0] OP_SUB = 6'b100010;  
    localparam [OPCODE_WIDTH-1:0] OP_AND = 6'b100100;  
    localparam [OPCODE_WIDTH-1:0] OP_OR  = 6'b100101;  
    localparam [OPCODE_WIDTH-1:0] OP_XOR = 6'b100110;  
    localparam [OPCODE_WIDTH-1:0] OP_NOR = 6'b100111;  
    localparam [OPCODE_WIDTH-1:0] OP_SRL = 6'b000010;  
    localparam [OPCODE_WIDTH-1:0] OP_SRA = 6'b000011;  
    localparam integer SHAMT_WIDTH = 3; 
    wire [2:0] shamt = B[SHAMT_WIDTH-1:0];  
    reg [8:0] add9, sub9;
    always @(posedge clk) begin
        if (reset) begin
            A  <= 8'h00;
            B  <= 8'h00;
            Op <= OP_ADD;  
        end 
        else begin
            if (e1) A  <= data;                     
            if (e2) B  <= data;                     
            if (e3) Op <= data[OPCODE_WIDTH-1:0];   
        end
    end
    always @* begin
        result   = {DATA_WIDTH{1'b0}};
        carry    = 1'b0;
        overflow = 1'b0;
        case (Op)
            OP_ADD: begin
                add9   = {1'b0, A} + {1'b0, B};    
                result = add9[DATA_WIDTH-1:0];     
                carry  = add9[DATA_WIDTH];         
                overflow = (~A[DATA_WIDTH-1] & ~B[DATA_WIDTH-1] &  result[DATA_WIDTH-1]) |
                           ( A[DATA_WIDTH-1] &  B[DATA_WIDTH-1] & ~result[DATA_WIDTH-1]);  
            end
            OP_SUB: begin
                sub9   = {1'b0, A} + {1'b0, ~B} + 9'd1;  
                result = sub9[DATA_WIDTH-1:0];
                carry  = sub9[DATA_WIDTH];  
                overflow = (~A[DATA_WIDTH-1] &  B[DATA_WIDTH-1] &  result[DATA_WIDTH-1]) |
                           ( A[DATA_WIDTH-1] & ~B[DATA_WIDTH-1] & ~result[DATA_WIDTH-1]);
            end
            OP_AND: result = A & B;              
            OP_OR : result = A | B;              
            OP_XOR: result = A ^ B;              
            OP_NOR: result = ~(A | B);           
            OP_SRL: result = A >>  shamt;        
            OP_SRA: result = $signed(A) >>> shamt;  
            default: result = {DATA_WIDTH{1'b0}};  
        endcase
    end
    assign zero = (result == {DATA_WIDTH{1'b0}});  
    assign neg  = result[DATA_WIDTH-1];            
endmodule
`timescale 1ns/1ps
`default_nettype none
module uart #(
  parameter integer CLK_FREQ_HZ = 50_000_000,
  parameter integer BAUD        = 115200
)(
  input  wire clk,
  input  wire rst,
  input  wire        tx_start,
  input  wire [7:0]  tx_data,
  output wire        tx_busy,
  output wire        txd,
  input  wire        rxd,
  output wire [7:0]  rx_data,
  output wire        rx_valid,
  output wire        rx_ferr
);
  wire tick16;
  uart_baudgen #(
    .CLK_FREQ_HZ(CLK_FREQ_HZ),
    .BAUD(BAUD)
  ) u_baud (
    .clk(clk), .rst(rst),
    .tick16(tick16)
  );
  uart_tx #(.DATA_BITS(8)) u_tx (
    .clk(clk), .rst(rst),
    .tick16(tick16),
    .start(tx_start),
    .data(tx_data),
    .tx(txd),
    .busy(tx_busy)
  );
  uart_rx #(.DATA_BITS(8)) u_rx (
    .clk(clk), .rst(rst),
    .tick16(tick16),
    .rx(rxd),
    .data(rx_data),
    .data_valid(rx_valid),
    .framing_error(rx_ferr)
  );
endmodule
`default_nettype wire
`timescale 1ns/1ps
`default_nettype none
module uart_baudgen #(
  parameter integer CLK_FREQ_HZ = 50_000_000,
  parameter integer BAUD        = 115200
)(
  input  wire clk,
  input  wire rst,
  output reg  tick16     
);
  localparam integer DIV_CALC = (CLK_FREQ_HZ / (BAUD * 16));
  localparam integer DIV      = (DIV_CALC < 1) ? 1 : DIV_CALC;
  localparam integer CNT_W = (DIV <= 1) ? 1 : $clog2(DIV);
  reg [CNT_W-1:0] cnt = {CNT_W{1'b0}};
  always @(posedge clk or posedge rst) begin
    if (rst) begin
      cnt    <= 0;
      tick16 <= 1'b0;
    end else begin
      if (cnt == DIV-1) begin
        cnt    <= 0;
        tick16 <= 1'b1;
      end else begin
        cnt    <= cnt + 1'b1;
        tick16 <= 1'b0;
      end
    end
  end
endmodule
`default_nettype wire
`timescale 1ns/1ps
`default_nettype none
module uart_rx #(
  parameter integer DATA_BITS = 8
)(
  input  wire clk,
  input  wire rst,
  input  wire tick16,          
  input  wire rx,              
  output reg  [DATA_BITS-1:0] data,
  output reg  data_valid,      
  output reg  framing_error    
);
  localparam [1:0] S_IDLE=0, S_START=1, S_DATA=2, S_STOP=3;
  reg [1:0] state = S_IDLE;
  reg [3:0] sub = 4'd0;  
  reg [$clog2(DATA_BITS):0] bitcnt = 0;
  reg [DATA_BITS-1:0] shreg = {DATA_BITS{1'b0}};
  reg rx_q1=1'b1, rx_q2=1'b1;
  always @(posedge clk) begin
    rx_q1 <= rx;
    rx_q2 <= rx_q1;
  end
  always @(posedge clk or posedge rst) begin
    if (rst) begin
      state         <= S_IDLE;
      sub           <= 4'd0;
      bitcnt        <= 0;
      shreg         <= {DATA_BITS{1'b0}};
      data          <= {DATA_BITS{1'b0}};
      data_valid    <= 1'b0;
      framing_error <= 1'b0;
    end else begin
      data_valid    <= 1'b0;  
      if (tick16) begin
        case (state)
          S_IDLE: begin
            framing_error <= 1'b0;
            if (rx_q2 == 1'b0) begin       
              state <= S_START;
              sub   <= 4'd0;
            end
          end
          S_START: begin
            sub <= sub + 4'd1;
            if (sub == 4'd7) begin         
              if (rx_q2 == 1'b0) begin
                sub    <= 4'd0;
                bitcnt <= 0;
                state  <= S_DATA;          
              end else begin
                state <= S_IDLE;           
              end
            end
          end
          S_DATA: begin
            sub <= sub + 4'd1;
            if (sub == 4'd15) begin        
              sub         <= 4'd0;
              shreg       <= {rx_q2, shreg[DATA_BITS-1:1]};  
              bitcnt      <= bitcnt + 1'b1;
              if (bitcnt == DATA_BITS-1) begin
                state <= S_STOP;
              end
            end
          end
          S_STOP: begin
            sub <= sub + 4'd1;
            if (sub == 4'd15) begin        
              sub <= 4'd0;
              data <= shreg;
              data_valid <= 1'b1;
              framing_error <= (rx_q2 != 1'b1);
              state <= S_IDLE;
            end
          end
        endcase
      end
    end
  end
endmodule
`default_nettype wire
`timescale 1ns/1ps
`default_nettype none
module uart_tx #(
  parameter integer DATA_BITS = 8
)(
  input  wire clk,
  input  wire rst,
  input  wire tick16,          
  input  wire start,           
  input  wire [DATA_BITS-1:0] data,
  output reg  tx,              
  output reg  busy             
);
  reg [3:0] sub = 4'd0;        
  wire bit_tick = tick16 && (sub == 4'd15);
  localparam [1:0] S_IDLE=0, S_START=1, S_DATA=2, S_STOP=3;
  reg [1:0] state = S_IDLE;
  reg [DATA_BITS-1:0] shreg = {DATA_BITS{1'b0}};
  reg [$clog2(DATA_BITS):0] bitcnt = 0;
  always @(posedge clk or posedge rst) begin
    if (rst) begin
      tx     <= 1'b1;    
      busy   <= 1'b0;
      state  <= S_IDLE;
      sub    <= 4'd0;
      shreg  <= {DATA_BITS{1'b0}};
      bitcnt <= 0;
    end else begin
      if (tick16) sub <= sub + 4'd1;
      case (state)
        S_IDLE: begin
          tx   <= 1'b1;
          busy <= 1'b0;
          sub  <= 4'd0;
          if (start) begin
            busy   <= 1'b1;
            shreg  <= data;
            bitcnt <= 0;
            state  <= S_START;
            tx     <= 1'b0;  
          end
        end
        S_START: begin
          if (bit_tick) begin
            state <= S_DATA;
            tx    <= shreg[0];         
          end
        end
        S_DATA: begin
          if (bit_tick) begin
            shreg <= {1'b0, shreg[DATA_BITS-1:1]};
            bitcnt <= bitcnt + 1'b1;
            if (bitcnt == DATA_BITS-1) begin
              state <= S_STOP;
              tx    <= 1'b1;           
            end else begin
              tx    <= shreg[1];       
            end
          end
        end
        S_STOP: begin
          if (bit_tick) begin
            state <= S_IDLE;           
            tx    <= 1'b1;
            busy  <= 1'b0;
          end
        end
      endcase
    end
  end
endmodule
`default_nettype wire
File: /design/flow/constraint.sdc
current_design basys3_uart_alu

set clk_period 1.4
set clk_io_pct 0.2

create_clock -name clk0 -period $clk_period [get_ports {clk100mhz}]

set non_clock_inputs [all_inputs -no_clocks]
set_input_delay [expr $clk_period * $clk_io_pct] -clock clk0 $non_clock_inputs
set_output_delay [expr $clk_period * $clk_io_pct] -clock clk0 [all_outputs]
==> results.txt <==
dominant synthesized flop cell: dfrtp_1
EDFF count, synth: 0
number of logged tool warnings: 51
largest stage delay on the critical path: 360 ps
yosys stat area: 7410 um^2
Flop area: 3390 um^2
vias in the first global route: 5835
crit start category: flop
flop-to-flop setup slack: -960 ps
total power: 8.46 mW
clock tree buffer depth: 2
layout cells sized above 1: 0.453
Synth flops: 139
# hold bufs at CTS: 0
Die Y-Extent: 124 um
Final Slew Violations: 0
WHS: 179 ps
post-DR vias/cell: 5.41
Top reg by flops: st
die area: 15300 um^2
Final GP Congestion: 0.937
largest net degree at the start of global routing: 65
worst-path maximum fanout: 3
total CTS buffers: 17
drt wl/cell: 16.0 um
core area: 14500 um^2
failing checks: negative setup slack
Final ANT Viol Nets: 0
final tally of hold violations: 0
Worst Path Required: 1690 ps
Gate Area: 4590 um^2
Peak VDD IR: 915 uV
Distinct cells, synth: 80
kind of end point of the critical path: flop
H-tree levels: 4
Syn Std Cell Area: 7410 um^2
WP data arrival: 2650 ps
number of flip-flops in the largest register: 14
I/O pin count: 4
initial antenna violation count: 0
Top cell excl fill/tap: buf_4
PortBufs: 3
synthesis-to-finish area growth: 41.5%
asr flop ratio synth: 0.827
min Tclk post-route: 2360 ps
Worst R2R Start: u_alu.A[0]$_SDFFE_PP0P_
fp_density: 0.512
Clk pin slew, worst setup/hold paths: 60 ps
Ys Warns: 5
crit path cell chain: inv_4 -> ha_4 -> inv_2 -> fa_2 -> buf_4 -> mux2i_1 -> xnor2_1 -> a22oi_1 -> o311a_2 -> nand4_1 -> nor3_1 -> and4_1 -> o32a_1
Rel. slew slack: 0.621
TritonCTS clock tree: built
hold crit path type: in -> async
# setup viols final: 73
Filler Cell Count: 912
R2R depth: 13
slowest library cell on the worst path: dfxtp_4
kind of critical path: reg -> reg
ant diodes: 0
PD cells: 807 nW/um^2
DRT iter0 DRCs: 320
drt first pass iters: 4
post-synthesis average cell area: 10.2 um^2
GRT overflow: 0
DRC viols: 0
skew final: 7.25 ps
max-cap violation count: 0
Final period util: 1.69
Slew @ Worst Pin: 567 ps
Routed Wire Length: 17400 um
Syn Inst Count: 728
RSZ-0062 raised after global routing: yes
post-route setup slack: -961 ps
status: finished, violations left
row count: 44
hpwl dp: 11600 um
via count: 5887
first-pass GRT wire length: 29100 um
Tot GR Track Use: 0.252
most frequent cells in the layout: buf_4 (137), dfrtp_1 (110), nor2_1 (72), nand2_1 (57), mux2i_1 (40)
Die Wd: 124 um
non-filler cells, final: 1089
Clock Sinks: 139
Placed Instances: 1027
register share after synthesis: 0.454
Worst R2R End: tx_data[0]$_DFFE_PP0P_
clock root buffer: clkbuf_16
yosys stat cell total: 728
worst-skew pair later-pin latency: 410 ps
Peak Freq: 0.424 GHz
leakage power: 4.74 nW
[power breakdown]
part | internal, mW | switching (mW)
logic | 0.0212 | 0.0711
registers | 4.01 | 0.00925
clock network | 2.53 | 1.82
[cell type report]
class | count | area share
clock buffers | 19 | 0.0422
clock inverters | 13 | 0.0126
inverters | 37 | 0.0153
multi-input cells | 521 | 0.438
flip-flops and latches | 139 | 0.323
well taps | 184 | 0.0220
repair buffers | 175 | 0.145
repair inverters | 1 | 0.00107
[cells by family (layout without fill, tap and decap cells)]
family,Yosys count,in the layout,synth area share
AOI/OAI and AO/OA,135,135,0.130
adders and majority gates,39,39,0.0679
buffers and inverters,69,245,0.0442
DFF,139,139,0.454
muxes,82,82,0.121
other,1,1,0.000506
and+or+nand+nor,239,240,0.154
xor gates and xnor gates,24,24,0.0284
[metrics by stage]
stage / instance area, um^2 / util / TNS [ps] / worst slack, ps
2_1_floorplan: 7850 / - / -55360 / -1010
5_1_grt: 10500 / 0.724 / -21360 / -1130
4_1_cts: 10200 / 0.702 / -16890 / -1010
3_3_place_gp: 9040 / 0.625 / -16910 / -1070
3_5_place_dp: 9040 / 0.625 / -17790 / -1090
6_report: 10500 / 0.724 / -16440 / -961
[per-layer routing]
metal | vias to the layer above | wire length [um] | GRT usage
met5 | - | 0 | 0
met4 | 0 | 185 | 0.0392
met3 | 13 | 318 | 0.0313
met2 | 48 | 8150 | 0.386
met1 | 2938 | 8720 | 0.409
li1 | 2888 | - | -
[synth_stat cells (3+ instances only)]
library cell | n | share of area
dfrtp_1 | 111 | 0.37
nor2_1 | 80 | 0.041
nand2_1 | 78 | 0.040
mux2_2 | 40 | 0.061
mux2i_1 | 40 | 0.054
ha_1 | 37 | 0.062
inv_1 | 35 | 0.018
o21ai_0 | 33 | 0.022
a21oi_1 | 28 | 0.019
dfxtp_1 | 24 | 0.065
clkbuf_1 | 15 | 0.0076
nand3_1 | 13 | 0.0088
nor3_1 | 13 | 0.0088
xnor2_1 | 13 | 0.015
nand3b_1 | 11 | 0.011
xor2_1 | 11 | 0.013
a22oi_1 | 10 | 0.010
nor2b_1 | 7 | 0.0059
buf_2 | 6 | 0.0041
nand2b_1 | 6 | 0.0051
nand4_1 | 6 | 0.0051
o221a_2 | 6 | 0.0091
a31oi_1 | 5 | 0.0042
clkbuf_8 | 5 | 0.0093
a211oi_1 | 4 | 0.0041
a21o_1 | 4 | 0.0041
and3_1 | 4 | 0.0034
buf_1 | 4 | 0.0020
dfstp_2 | 4 | 0.014
a211oi_2 | 3 | 0.0051
a22o_1 | 3 | 0.0035
nor3b_1 | 3 | 0.0030
o21a_1 | 3 | 0.0030
o22ai_1 | 3 | 0.0025
[worst max path at each step]
stage	from	end	slack (ps)
6_report	u_alu.A[0]$_SDFFE_PP0P_	tx_data[0]$_DFFE_PP0P_	-960
5_1_grt	u_alu.A[0]$_SDFFE_PP0P_	tx_data[0]$_DFFE_PP0P_	-1130
4_1_cts	u_alu.A[0]$_SDFFE_PP0P_	tx_data[0]$_DFFE_PP0P_	-1010
[worst max-delay path, delay by kind of cell, from the launching register on]
family / cells / cell delay (ps)
AOI/OAI and AO/OA: 3 / 520
adders and majority gates: 2 / 450
DFF: 1 / 360
and+or+nand+nor: 3 / 350
buffers and inverters: 3 / 240
muxes: 1 / 160
xor gates and xnor gates: 1 / 150
[timing repair]
item / CTS / global route
pin swaps: 47 / 56
gates cloned: 3 / 1
buffers inserted: 18 / 14
setup endpoints to repair: 73 / 76
gates resized: 85 / 86
Power figures rest on the tool's default switching activity, not on a simulated workload.
