[constraint.sdc]
current_design basys3_uart_echo

set clk_period 2.1
set clk_io_pct 0.2

create_clock -name clk0 -period $clk_period [get_ports {clk100mhz}]

set non_clock_inputs [all_inputs -no_clocks]
set_input_delay [expr $clk_period * $clk_io_pct] -clock clk0 $non_clock_inputs
set_output_delay [expr $clk_period * $clk_io_pct] -clock clk0 [all_outputs]
[design.v]
`timescale 1ns/1ps
`default_nettype none
module basys3_uart_echo (
  input  wire clk100mhz,      
  input  wire btn_reset_n,    
  input  wire uart_rxd,       
  output wire uart_txd       
);
reg rst_sync = 1'b1;
always @(posedge clk100mhz) begin
  rst_sync <= btn_reset_n;   
end
wire rst = rst_sync;
  localparam integer CLK_FREQ_HZ = 100_000_000;   
  localparam integer BAUD        = 115200;        
  reg        tx_start = 1'b0;
  reg  [7:0] tx_data  = 8'h00;
  wire       tx_busy;
  wire       txd;
  wire       rxd = uart_rxd;   
  wire [7:0] rx_data;
  wire       rx_valid;
  wire       rx_ferr;
  uart #(
    .CLK_FREQ_HZ(CLK_FREQ_HZ),
    .BAUD(BAUD)
  ) u_uart (
    .clk     (clk100mhz),
    .rst     (rst),
    .tx_start(tx_start),
    .tx_data (tx_data),
    .tx_busy (tx_busy),
    .txd     (txd),
    .rxd     (rxd),
    .rx_data (rx_data),
    .rx_valid(rx_valid),
    .rx_ferr (rx_ferr)
  );
  assign uart_txd = txd;
  reg        hold_v = 1'b0;
  reg  [7:0] hold_b = 8'h00;
  always @(posedge clk100mhz or posedge rst) begin
    if (rst) begin
      tx_start <= 1'b0;
      tx_data  <= 8'h00;
      hold_v   <= 1'b0;
      hold_b   <= 8'h00;
    end else begin
      tx_start <= 1'b0;
      if (rx_valid) begin
        if (!tx_busy) begin
          tx_data  <= rx_data;
          tx_start <= 1'b1;
        end else begin
          hold_b <= rx_data;
          hold_v <= 1'b1;
        end
      end
      if (hold_v && !tx_busy) begin
        tx_data  <= hold_b;
        tx_start <= 1'b1;
        hold_v   <= 1'b0;
      end
    end
  end
endmodule
`default_nettype wire
`timescale 1ns/1ps
`default_nettype none
module uart #(
  parameter integer CLK_FREQ_HZ = 50_000_000,
  parameter integer BAUD        = 115200
)(
  input  wire clk,
  input  wire rst,
  input  wire        tx_start,
  input  wire [7:0]  tx_data,
  output wire        tx_busy,
  output wire        txd,
  input  wire        rxd,
  output wire [7:0]  rx_data,
  output wire        rx_valid,
  output wire        rx_ferr
);
  wire tick16;
  uart_baudgen #(
    .CLK_FREQ_HZ(CLK_FREQ_HZ),
    .BAUD(BAUD)
  ) u_baud (
    .clk(clk), .rst(rst),
    .tick16(tick16)
  );
  uart_tx #(.DATA_BITS(8)) u_tx (
    .clk(clk), .rst(rst),
    .tick16(tick16),
    .start(tx_start),
    .data(tx_data),
    .tx(txd),
    .busy(tx_busy)
  );
  uart_rx #(.DATA_BITS(8)) u_rx (
    .clk(clk), .rst(rst),
    .tick16(tick16),
    .rx(rxd),
    .data(rx_data),
    .data_valid(rx_valid),
    .framing_error(rx_ferr)
  );
endmodule
`default_nettype wire
`timescale 1ns/1ps
`default_nettype none
module uart_baudgen #(
  parameter integer CLK_FREQ_HZ = 50_000_000,
  parameter integer BAUD        = 115200
)(
  input  wire clk,
  input  wire rst,
  output reg  tick16     
);
  localparam integer DIV_CALC = (CLK_FREQ_HZ / (BAUD * 16));
  localparam integer DIV      = (DIV_CALC < 1) ? 1 : DIV_CALC;
  localparam integer CNT_W = (DIV <= 1) ? 1 : $clog2(DIV);
  reg [CNT_W-1:0] cnt = {CNT_W{1'b0}};
  always @(posedge clk or posedge rst) begin
    if (rst) begin
      cnt    <= 0;
      tick16 <= 1'b0;
    end else begin
      if (cnt == DIV-1) begin
        cnt    <= 0;
        tick16 <= 1'b1;
      end else begin
        cnt    <= cnt + 1'b1;
        tick16 <= 1'b0;
      end
    end
  end
endmodule
`default_nettype wire
`timescale 1ns/1ps
`default_nettype none
module uart_rx #(
  parameter integer DATA_BITS = 8
)(
  input  wire clk,
  input  wire rst,
  input  wire tick16,          
  input  wire rx,              
  output reg  [DATA_BITS-1:0] data,
  output reg  data_valid,      
  output reg  framing_error    
);
  localparam [1:0] S_IDLE=0, S_START=1, S_DATA=2, S_STOP=3;
  reg [1:0] state = S_IDLE;
  reg [3:0] sub = 4'd0;  
  reg [$clog2(DATA_BITS):0] bitcnt = 0;
  reg [DATA_BITS-1:0] shreg = {DATA_BITS{1'b0}};
  reg rx_q1=1'b1, rx_q2=1'b1;
  always @(posedge clk) begin
    rx_q1 <= rx;
    rx_q2 <= rx_q1;
  end
  always @(posedge clk or posedge rst) begin
    if (rst) begin
      state         <= S_IDLE;
      sub           <= 4'd0;
      bitcnt        <= 0;
      shreg         <= {DATA_BITS{1'b0}};
      data          <= {DATA_BITS{1'b0}};
      data_valid    <= 1'b0;
      framing_error <= 1'b0;
    end else begin
      data_valid    <= 1'b0;  
      if (tick16) begin
        case (state)
          S_IDLE: begin
            framing_error <= 1'b0;
            if (rx_q2 == 1'b0) begin       
              state <= S_START;
              sub   <= 4'd0;
            end
          end
          S_START: begin
            sub <= sub + 4'd1;
            if (sub == 4'd7) begin         
              if (rx_q2 == 1'b0) begin
                sub    <= 4'd0;
                bitcnt <= 0;
                state  <= S_DATA;          
              end else begin
                state <= S_IDLE;           
              end
            end
          end
          S_DATA: begin
            sub <= sub + 4'd1;
            if (sub == 4'd15) begin        
              sub         <= 4'd0;
              shreg       <= {rx_q2, shreg[DATA_BITS-1:1]};  
              bitcnt      <= bitcnt + 1'b1;
              if (bitcnt == DATA_BITS-1) begin
                state <= S_STOP;
              end
            end
          end
          S_STOP: begin
            sub <= sub + 4'd1;
            if (sub == 4'd15) begin        
              sub <= 4'd0;
              data <= shreg;
              data_valid <= 1'b1;
              framing_error <= (rx_q2 != 1'b1);
              state <= S_IDLE;
            end
          end
        endcase
      end
    end
  end
endmodule
`default_nettype wire
`timescale 1ns/1ps
`default_nettype none
module uart_tx #(
  parameter integer DATA_BITS = 8
)(
  input  wire clk,
  input  wire rst,
  input  wire tick16,          
  input  wire start,           
  input  wire [DATA_BITS-1:0] data,
  output reg  tx,              
  output reg  busy             
);
  reg [3:0] sub = 4'd0;        
  wire bit_tick = tick16 && (sub == 4'd15);
  localparam [1:0] S_IDLE=0, S_START=1, S_DATA=2, S_STOP=3;
  reg [1:0] state = S_IDLE;
  reg [DATA_BITS-1:0] shreg = {DATA_BITS{1'b0}};
  reg [$clog2(DATA_BITS):0] bitcnt = 0;
  always @(posedge clk or posedge rst) begin
    if (rst) begin
      tx     <= 1'b1;    
      busy   <= 1'b0;
      state  <= S_IDLE;
      sub    <= 4'd0;
      shreg  <= {DATA_BITS{1'b0}};
      bitcnt <= 0;
    end else begin
      if (tick16) sub <= sub + 4'd1;
      case (state)
        S_IDLE: begin
          tx   <= 1'b1;
          busy <= 1'b0;
          sub  <= 4'd0;
          if (start) begin
            busy   <= 1'b1;
            shreg  <= data;
            bitcnt <= 0;
            state  <= S_START;
            tx     <= 1'b0;  
          end
        end
        S_START: begin
          if (bit_tick) begin
            state <= S_DATA;
            tx    <= shreg[0];         
          end
        end
        S_DATA: begin
          if (bit_tick) begin
            shreg <= {1'b0, shreg[DATA_BITS-1:1]};
            bitcnt <= bitcnt + 1'b1;
            if (bitcnt == DATA_BITS-1) begin
              state <= S_STOP;
              tx    <= 1'b1;           
            end else begin
              tx    <= shreg[1];       
            end
          end
        end
        S_STOP: begin
          if (bit_tick) begin
            state <= S_IDLE;           
            tx    <= 1'b1;
            busy  <= 1'b0;
          end
        end
      endcase
    end
  end
endmodule
`default_nettype wire
[run.sh]
#!/bin/bash
# OpenROAD 26Q1-2900-gdf79404cd8, Yosys 0.63+post, stock flow scripts
make -C /OpenROAD-flow-scripts/flow DESIGN_CONFIG=/design/flow/config.mk WORK_HOME=/design/flow/orfs finish
[config.mk]
export PLATFORM = sky130hd
export DESIGN_NAME = basys3_uart_echo
export DESIGN_NICKNAME = basys3_uart_echo
export VERILOG_FILES = /design/flow/design.v
export SDC_FILE = /design/flow/constraint.sdc
export NUM_CORES = 4
export LEC_CHECK = 1
export CORE_UTILIZATION = 40
==> impl_metrics.ini <==
; implementation run metrics
[worst_setup_path]
setup.worst_path.start = u_uart.u_tx.state[0]
crit_required_ns = 2.32
crit_path_max_fanout = 4
r2r_cells = 6
cp-start-kind = register
arrival_ns = 2.19
rrSetupSlack_ns = 0.13
r2r_start = u_uart.u_tx.state[0]
worst_setup_path_end_kind = register
crit_type = register to register

[global_routing]
grt_pass1_wl_um = 9535
grt_pass1_vias = 2103
overflow = 0
grt_max_degree = 28
gr-usage-all-layers_pct = 14.08
antenna_found_initial = 0

[sta]
tns_ns = 0
fin_crit_sh_pct = 93.84
period_minus_slack_ns = 1.971
drv_slew = 0
fin_skew_ns = 0.008034
hold_violations = 0
setup_viol = 0
worstMarginPinSlew_ns = 0.5979
timing.fmax_ghz = 0.5074
slew_headroom_pct = 59.87
timing.final.ws_setup_ns = 0.1294
rsz0062_at_grt = no

[synthesis]
top_cell_area_share_pct = 52.75
yosysChipArea_um2 = 3368
ys_ff = 75
syn_area_um2 = 3368
ff_type = dfrtp_1
yosysCellCount = 299
synth.distinct_cells = 48
avgSynthCellArea_um2 = 11.26
netlist.top_cell.by_area = dfrtp_1
top_cells_by_area = dfrtp_1, mux2_2, ha_1, nor2_1, nand2_1
ys_seq_share_pct = 55.31
edf_count = 0
synthArstFlopShare_pct = 96.00
synthCells = 299
top_cell = dfrtp_1
synth.top_cells.by_count = dfrtp_1, nor2_1, mux2_2
yosysWarnings = 4

[outcome]
status = complete, no violations

[route]
drc_errors = 0
vias_per_cell = 5.073
routed_wl_um = 5403
drt_iter0_markers = 87
ant_nets = 0
n_antenna_cell = 0
dr_total_vias = 2141
firstDrtPassIters = 5
avgRoutedWirePerCell_um = 12.80

[floorplan]
dieHeight_um = 93.77
die_x_um = 93.77
io_pins = 4
core_um2 = 8175
rows = 33
fp_util_pct = 41.20
dieArea_um2 = 8792

[clocking]
clock_latency_ns = 0.34
clkSlewWorstSetupHoldPaths_ns = 0.08
cts_root_buf = clkbuf_8
cts_max_level = 3
cts.sinks = 75
ctsHoldBuffers = 0
cts_buffers = 9
cts_tree = yes
clock_path_buffers = 2

[pwr]
leakage_uw = 0.001767
power.density_nw_per_um2 = 750.7
irDropWorstVdd_uv = 318.3

[place]
gp_congestion = 0.7899
dpl_worst_slack_ns = 0.1331
port_buffers = 3
place_hpwl_um = 3652

[cells_and_area]
area_delta_synth_final_pct = 13.89
drive_gt1_share_pct = 18.61
utilization_pct = 46.92

[worst_hold_path]
holdCritPathClass = register to asynchronous set/reset pin

[job]
warning_count = 29
maxCapViolations = 0
timing repair:
item / in CTS / in global routing
setup buffers: 0 / 3
resized: 0 / 1
setup endpoints to repair: 0 / 1
cells in the final DEF (no fill, tap or decap), types with 3 or more instances in the layout:
cell type / instances
nor3_1: 3
mux2_2: 28
mux2i_1: 8
and3_1: 3
nor2_1: 31
xnor2_1: 6
dfxtp_1: 3
ha_1: 10
xor2_1: 4
dfrtp_1: 71
a22o_1: 4
bufinv_16: 3
o21ai_0: 19
nand2_1: 27
nand3_1: 7
buf_4: 8
clkbuf_8: 11
a22oi_1: 8
clkdlybuf4s50_1: 3
inv_1: 11
a21oi_1: 10
worst paths after layout:
check	end
max in group asynchronous	u_uart.u_tx.shreg[4]
max	u_uart.u_tx.state[1]
min	u_uart.u_tx.bitcnt[0]
min in group clk0	u_uart.u_rx.rx_q2
min reg2reg	u_uart.u_tx.bitcnt[0]
max reg2reg	u_uart.u_tx.state[1]
per-stage QoR:
step | cells | total power (µW) | instance area (µm²) | hold WS (ns)
final | 422 | 2880 | 3836 | 0.2806
after global routing | 422 | 3004 | 3836 | 0.3506
after CTS | 419 | 2928 | 3806 | 0.3115
after detailed placement | 403 | 1517 | 3547 | 0.3108
after global placement | 403 | 1517 | 3547 | 0.3030
after floorplan | 299 | 1498 | 3372 | 0.3096
registers in the layout, indices dropped and copies added, names as in the netlist, 2 cells and up, named ones only:
signal / count
u_uart.u_tx.state: 2
tx_data: 8
u_uart.u_tx.shreg: 8
u_uart.u_rx.bitcnt: 4
u_uart.u_baud.cnt: 6
u_uart.u_tx.sub: 4
u_uart.u_rx.sub: 4
u_uart.u_rx.data: 8
u_uart.u_rx.shreg: 8
u_uart.u_tx.bitcnt: 4
hold_b: 8
cell type report:
cell class / instances / area (µm²)
Multi-Input combinational cell: 202 / 1424
Sequential cell: 75 / 1863
Clock inverter: 5 / 107.6
Tap cell: 105 / 131.4
Fill cell: 718 / 4339
Clock buffer: 11 / 151.4
Inverter: 12 / 48.80
Timing Repair Buffer: 12 / 110.1
cells by family after synthesis:
group,after synthesis,share of synthesized area (%)
flops,75,55.31
buf+inv,22,2.637
simple gates,90,13.30
compound gates,55,10.36
fa+ha+maj,10,3.715
mux,37,12.07
xor+xnor,10,2.600
critical path, stage by stage (launching register included):
cell and delay (ns):
dfrtp_1 0.40, inv_1 0.08, ha_1 0.21, nor3_1 0.21, mux2_2 0.40, nor3_2 0.22
mux2_1 0.34
where the power goes:
group / internal [µW] / switching (µW) / leakage [µW]
Clock: 861 / 534 / 0.000130
Combinational: 9.57 / 27.9 / 0.000632
Sequential: 1450 / 2.60 / 0.00100
per-layer routing:
metal  GRT usage, %  share of wire [%]  wire length, µm  up-vias
met4          2.821               0.57               31        0
met3          2.716                3.0              164        2
li1               -                  -                -     1082
met2          21.29                 46             2483       23
met1          22.13                 50             2724     1034
met5              0                  0                0        -
No activity file was given, so power comes from the tool's default toggle rates.
