File: design/flow/config.mk
export PLATFORM = sky130hd
export DESIGN_NAME = myALU_top_basys3
export DESIGN_NICKNAME = myALU_top_basys3
export VERILOG_FILES = /design/flow/design.v
export SDC_FILE = /design/flow/constraint.sdc
export NUM_CORES = 4
export LEC_CHECK = 1
export CORE_UTILIZATION = 30
File: design/flow/constraint.sdc
current_design myALU_top_basys3

set clk_period 5.7
set clk_io_pct 0.2

create_clock -name clk0 -period $clk_period [get_ports {clk100}]

set non_clock_inputs [all_inputs -no_clocks]
set_input_delay [expr $clk_period * $clk_io_pct] -clock clk0 $non_clock_inputs
set_output_delay [expr $clk_period * $clk_io_pct] -clock clk0 [all_outputs]
File: design/flow/design.v
module btn_onepulse (
    input  wire clk,    
    input  wire btn,    
    output wire pulse   
);
    reg [1:0] sync = 2'b00;  
    always @(posedge clk) begin
        sync <= {sync[0], btn};   
    end
    assign pulse = sync[0] & ~sync[1];
endmodule
module myALU_top_basys3 #(  
    parameter integer DATA_WIDTH = 8   
)(
    input  wire        clk100,         
    input  wire [15:0] sw,             
    input  wire        btnL,           
    input  wire        btnR,           
    input  wire        btnC,           
    input  wire        btnU,           
    output wire [15:0] led             
);
    wire e1_p, e2_p, e3_p;
    btn_onepulse u_p1 (.clk(clk100), .btn(btnL), .pulse(e1_p));
    btn_onepulse u_p2 (.clk(clk100), .btn(btnR), .pulse(e2_p));
    btn_onepulse u_p3 (.clk(clk100), .btn(btnC), .pulse(e3_p));
    wire [DATA_WIDTH-1:0] result;
    wire zero, neg, carry, overflow;
    myALU #(
        .DATA_WIDTH(DATA_WIDTH)
    ) u_core (
        .clk      (clk100),
        .reset    (btnU),
        .e1       (e1_p),
        .e2       (e2_p),
        .e3       (e3_p),
        .data     (sw[DATA_WIDTH-1:0]),   
        .result   (result),
        .zero     (zero),
        .carry    (carry),
        .overflow (overflow),
        .neg      (neg)
    );
    assign led[DATA_WIDTH-1:0] = result;   
    assign led[DATA_WIDTH]     = zero;     
    assign led[9]              = neg;      
    assign led[10]             = carry;    
    assign led[11]             = overflow; 
    assign led[15:12]          = 4'b0;     
endmodule
`default_nettype none
module myALU #(
    parameter integer DATA_WIDTH   = 8,   
    parameter integer OPCODE_WIDTH = 6    
)(
    input  wire                   clk,     
    input  wire                   reset,   
    input  wire                   e1,      
    input  wire                   e2,      
    input  wire                   e3,      
    input  wire [DATA_WIDTH-1:0]  data,    
    output reg  [DATA_WIDTH-1:0]  result,  
    output wire                   zero,    
    output reg                    carry,   
    output reg                    overflow,  
    output wire                   neg      
);
    reg [DATA_WIDTH-1:0] A, B;
    reg [OPCODE_WIDTH-1:0] Op;
    localparam [OPCODE_WIDTH-1:0] OP_ADD = 6'b100000;  
    localparam [OPCODE_WIDTH-1:0] OP_SUB = 6'b100010;  
    localparam [OPCODE_WIDTH-1:0] OP_AND = 6'b100100;  
    localparam [OPCODE_WIDTH-1:0] OP_OR  = 6'b100101;  
    localparam [OPCODE_WIDTH-1:0] OP_XOR = 6'b100110;  
    localparam [OPCODE_WIDTH-1:0] OP_NOR = 6'b100111;  
    localparam [OPCODE_WIDTH-1:0] OP_SRL = 6'b000010;  
    localparam [OPCODE_WIDTH-1:0] OP_SRA = 6'b000011;  
    localparam integer SHAMT_WIDTH = 3; 
    wire [2:0] shamt = B[SHAMT_WIDTH-1:0];  
    reg [8:0] add9, sub9;
    always @(posedge clk) begin
        if (reset) begin
            A  <= 8'h00;
            B  <= 8'h00;
            Op <= OP_ADD;  
        end 
        else begin
            if (e1) A  <= data;                     
            if (e2) B  <= data;                     
            if (e3) Op <= data[OPCODE_WIDTH-1:0];   
        end
    end
    always @* begin
        result   = {DATA_WIDTH{1'b0}};
        carry    = 1'b0;
        overflow = 1'b0;
        case (Op)
            OP_ADD: begin
                add9   = {1'b0, A} + {1'b0, B};    
                result = add9[DATA_WIDTH-1:0];     
                carry  = add9[DATA_WIDTH];         
                overflow = (~A[DATA_WIDTH-1] & ~B[DATA_WIDTH-1] &  result[DATA_WIDTH-1]) |
                           ( A[DATA_WIDTH-1] &  B[DATA_WIDTH-1] & ~result[DATA_WIDTH-1]);  
            end
            OP_SUB: begin
                sub9   = {1'b0, A} + {1'b0, ~B} + 9'd1;  
                result = sub9[DATA_WIDTH-1:0];
                carry  = sub9[DATA_WIDTH];  
                overflow = (~A[DATA_WIDTH-1] &  B[DATA_WIDTH-1] &  result[DATA_WIDTH-1]) |
                           ( A[DATA_WIDTH-1] & ~B[DATA_WIDTH-1] & ~result[DATA_WIDTH-1]);
            end
            OP_AND: result = A & B;              
            OP_OR : result = A | B;              
            OP_XOR: result = A ^ B;              
            OP_NOR: result = ~(A | B);           
            OP_SRL: result = A >>  shamt;        
            OP_SRA: result = $signed(A) >>> shamt;  
            default: result = {DATA_WIDTH{1'b0}};  
        endcase
    end
    assign zero = (result == {DATA_WIDTH{1'b0}});  
    assign neg  = result[DATA_WIDTH-1];            
endmodule
File: design/flow/run.sh
#!/bin/bash
# OpenROAD 26Q1-2900-gdf79404cd8, Yosys 0.63+post, stock flow scripts
make -C /OpenROAD-flow-scripts/flow DESIGN_CONFIG=/design/flow/config.mk WORK_HOME=/design/flow/orfs finish
==> notes.md <==
run metrics: status=completed, RSZ-0062 raised after global routing=false, die area=9040 um^2, worst reg-to-reg path cell count=3, drt initial violations=between 80 and 90, WHS Path Cells=0, YS warnings=2, clock tree sinks=28, antenna-violating nets left=0, ant diodes=0, Die Ht=95.1 um, post-layout min period=5040 ps, NetSw=around 150 uW, Residual DRC=0, Leakage=0.00109 uW, Vias=2156, Worst VDD drop=0.124 mV, Comb power frac=0.314, fin worst setup slack=657 ps, GPL Wtd Cong=0.910, drt via density=about 5, layout cells sized above 1=0.0530, Dominant Register Cell=dfxtp_1, pwr/cell area=172 nW/um^2, Rel. slew slack=0.457, # Post-CTS Setup Buffers=0, Netlist cell types=54, Avg Cell Area, Syn=8.23 um^2, Hold Crit Class=reg -> reg, total gr overflow=0, CP max FO=15, FF+latch count, synth=28, Fmax=between 0.15 and 0.2 GHz, sequential cell area fraction in the yosys report=0.216, Reg power frac=0.445, Max Cap Violations=0, DP HPWL=4570 um, wire per inst=roughly 14 um, Layout area overhead=10.5%, post-cts sizing count=0, Mapped Area=2600 um^2, WS Path Type=reg -> out, clk root buf=clkbuf_8, gr usage total=0.139, Core Util at FP=0.313, tool warnings=approximately 50, initial antenna violation count=0, fillers=836, Clock Pin Slew Worst Setup and Hold Paths=90 ps, Worst-Margin Slew=812 ps, CTS tree=built, vias in the first global route=1929, final hold viol count=0, clk ins delay skew pair=270 ps, Final Max Slew Viols=0, maximum clock insertion buffer count=2, asr flop ratio synth=0, number of port buffers=24, clock skew=1.48 ps, post-layout period usage=0.885, Placeable Area=8300 um^2, number of top-level pins=37, EDFF count, synth=0, final setup vio count=0, Setup Slack @ Placement=about 950 ps, ys cells=~320, post-synth area from yosys stat=2600 um^2, Startpoint Class=flip-flop, Required @ worst endpoint=4560 ps, CTS HTree Levels=1, final WL=5850 um, Pre-antenna DRT Iters=6, hold_buf cts=0, Clock Power Share=0.241, Internal=~350 uW, TNS Setup=0 ps, Area leader share=0.216, pin count of the biggest net entering global routing=24, Crit. End Element=output pin, top cells by area=dfxtp_1 22%, ha_1 12%, mux2i_1 8.1%, die width=95.1 um, global-route wire length before repair=9690 um, TritonCTS buffer count=3, Mapped Cells=316, Cell Rows=33, Synth area leader=dfxtp_1, sw frac=0.296, Crit path arrival time=3900 ps
[stage by stage]
stage	instances	hold WS (ps)	power (uW)	instance area (um^2)	utilization
floorplan	319	332	340	2610	-
global placement	422	338	380	2820	0.340
detailed placement	422	346	382	2820	0.340
CTS	426	361	500	2870	0.346
global route	426	374	525	2870	0.346
finish	426	357	496	2870	0.346
[layout make-up]
class / instances / area (um^2) / share of cell area
clock buffers: 4 / 55.1 / 0.0192
inverters: 25 / 93.8 / 0.0327
multi-input cells: 237 / 1770 / 0.616
flip-flops and latches: 28 / 561 / 0.195
well taps: 105 / 131 / 0.0457
repair buffers: 27 / 263 / 0.0914
[synthesized netlist by cell type, types with 3 or more instances]
library cell,count
o21ai_0,11
nor3_1,8
a21oi_1,25
buf_4,15
dfxtp_1,28
nand2_1,44
inv_1,25
nor2b_1,4
nand2b_1,4
mux2i_1,21
xor2_1,3
mux4_2,3
nor2_1,18
o211ai_1,5
xnor2_1,12
mux4_1,3
a211oi_1,5
ha_1,25
clkbuf_1,10
[final timing paths]
path                            slack (ps)    startpoint           end
worst max register to register        4210  u_core.Op[1]  u_core.Op[1]
worst min-delay path                   360  u_p2.sync[0]  u_p2.sync[1]
worst max-delay path                   660   u_core.B[0]        led[8]
worst min register to register         360  u_p2.sync[0]  u_p2.sync[1]
[power groups by stage]
stage	Sequential [uW]	Combinational [uW]	Clock [uW]
4_1_cts	221	157	122
5_1_grt	224	173	129
6_report	221	156	119
[routing by layer]
metal  vias up  part of all wire  GRT usage
li1       1103                 -          -
met1      1003              0.51      0.218
met2        46              0.43      0.214
met3         4             0.045     0.0203
met4         0            0.0079     0.0114
met5         -                 0          0
[cell usage in the layout (no fill, tap or decap), drive strengths merged, types with 2 or more instances in the layout]
cell type	instances
nor4	3
inv	25
o211ai	6
nand3	2
nor4b	2
or3b	2
or4	2
xnor2	12
nor2	18
o311a	2
a2bb2oi	2
mux2i	21
xor2	3
a21oi	25
mux4	6
o21ai	12
nand2	44
a22oi	3
conb	4
mux2	2
a221oi	2
nor3	8
or3	2
nand2b	4
dfxtp	28
clkdlybuf4s50	24
clkbuf	4
a211oi	5
ha	25
buf	3
fa	2
nor2b	4
[state kept, by name (all words and copies together), names as in the netlist]
signal     flops
u_core.A       8
u_core.B       8
u_core.Op      6
u_p1.sync      2
u_p2.sync      2
u_p3.sync      2
[worst max-delay path, cell delays in order (launching register included)]
cell             delay, ps
dfxtp_1                720
ha_1                   310
inv_1                   70
fa_1                   390
mux2i_1                180
xnor2_1                140
a2bb2oi_1              180
o221ai_1               170
or3b_1                 410
or4_1                  440
nor4_2                 140
clkdlybuf4s50_1        490
[kinds of logic after synthesis]
group | count (synthesis) | share of synthesized area
fa+ha+maj | 27 | 0.136
flops | 28 | 0.216
buf+inv | 54 | 0.108
mux | 29 | 0.146
other cells | 1 | 0.00144
xor+xnor | 15 | 0.0505
simple gates | 95 | 0.172
compound gates | 67 | 0.171
No activity file was given, so power comes from the tool's default toggle rates.
